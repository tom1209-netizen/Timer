File: /design/flow/config.mk
export PLATFORM = sky130hd
export DESIGN_NAME = timer_top
export DESIGN_NICKNAME = timer_top
export VERILOG_FILES = /design/flow/design.v
export SDC_FILE = /design/flow/constraint.sdc
export NUM_CORES = 4
export LEC_CHECK = 1
export CORE_UTILIZATION = 50
File: /design/flow/constraint.sdc
current_design timer_top

set clk_period 10.6
set clk_io_pct 0.2

create_clock -name clk0 -period $clk_period [get_ports {sys_clk}]

set non_clock_inputs [all_inputs -no_clocks]
set_input_delay [expr $clk_period * $clk_io_pct] -clock clk0 $non_clock_inputs
set_output_delay [expr $clk_period * $clk_io_pct] -clock clk0 [all_outputs]
File: /design/flow/design.v
module apb_slave (
    input wire sys_clk,
    input wire sys_rst_n,
    input wire tim_psel,
    input wire tim_pwrite,
    input wire tim_penable,
    output wire tim_pready,
    output wire tim_pslverr,
    input wire reg_error_flag,
    output wire wr_en,
    output wire rd_en
);
    localparam [1:0] IDLE   = 2'b00;
    localparam [1:0] SETUP  = 2'b01;
    localparam [1:0] ACCESS = 2'b10;
    reg [1:0] current_state_reg;
    reg [1:0] next_state;
    always @(posedge sys_clk or negedge sys_rst_n) begin
        if (!sys_rst_n) begin
            current_state_reg <= IDLE;
        end else begin
            current_state_reg <= next_state;
        end
    end
    always @(*) begin
        next_state = current_state_reg;
        case (current_state_reg)
            IDLE:   if (tim_psel) next_state = SETUP;
            SETUP:  if (tim_penable) next_state = ACCESS;
                    else if (!tim_psel) next_state = IDLE;  
            ACCESS: if (tim_pready) next_state = IDLE;  
        endcase
    end
    assign tim_pready  = (current_state_reg == ACCESS) && tim_penable && tim_psel;
    assign wr_en = tim_pready && tim_pwrite;
    assign rd_en = tim_pready && !tim_pwrite;
    assign tim_pslverr = tim_pready && reg_error_flag;
endmodule
module counter (
    input wire sys_clk,
    input wire sys_rst_n,
    input wire cnt_en,
    input wire counter_clear,
    input wire [31:0] counter_write_data,
    input wire [1:0] counter_write_sel,
    output wire [63:0] cnt_val
);
    reg [63:0] counter_reg;
    assign cnt_val = counter_reg;
    always @(posedge sys_clk or negedge sys_rst_n) begin
        if (!sys_rst_n) begin
            counter_reg <= 64'd0;
        end else if (counter_clear) begin
            counter_reg <= 64'd0;
        end else if (counter_write_sel == 2'b01) begin
            counter_reg[31:0] <= counter_write_data;
        end else if (counter_write_sel == 2'b10) begin
            counter_reg[63:32] <= counter_write_data;
        end else if (cnt_en) begin
            counter_reg <= counter_reg + 1;
        end
    end
endmodule
module counter_control (
    input wire sys_clk,
    input wire sys_rst_n,
    input wire timer_en,
    input wire div_en,
    input wire [3:0] div_val,
    input wire halt_req,
    input wire dbg_mode,
    output wire cnt_en,
    output wire halt_ack_status
);
    assign halt_ack_status = halt_req && dbg_mode;
    reg  [7:0] divisor_counter;
    wire [7:0] limit;
    wire       is_limit;
    assign limit = (1 << div_val) - 1;
    always @(posedge sys_clk or negedge sys_rst_n) begin
        if (!sys_rst_n) begin
            divisor_counter <= 8'd0;
        end else if (!timer_en || !div_en || (is_limit && !halt_ack_status)) begin
            divisor_counter <= 8'd0;
        end else if (timer_en && div_en && !halt_ack_status) begin
            divisor_counter <= divisor_counter + 1;
        end
    end
    assign is_limit = (divisor_counter == limit);
    wire cnt_en_pre_halt;
    assign cnt_en_pre_halt = div_en ? (timer_en && is_limit) : timer_en;
    assign cnt_en = cnt_en_pre_halt && !halt_ack_status;
endmodule
module interrupt (
    input wire sys_clk,
    input wire sys_rst_n,
    input wire [63:0] cnt_val,
    input wire [63:0] compare_val,
    input wire interrupt_en,
    input wire interrupt_clear,
    output reg interrupt_status,
    output wire tim_int
);
    wire match = (cnt_val == compare_val);
    always @(posedge sys_clk or negedge sys_rst_n) begin
        if (!sys_rst_n) begin
            interrupt_status <= 1'b0;
        end else if (interrupt_clear) begin
            interrupt_status <= 1'b0;
        end else if (match) begin
            interrupt_status <= 1'b1;
        end
    end
    assign tim_int = interrupt_status && interrupt_en;
endmodule
module register (
    input wire sys_clk,
    input wire sys_rst_n,
    input wire wr_en,
    input wire rd_en,
    input wire [11:0] tim_paddr,
    input wire [31:0] tim_pwdata,
    input wire [3:0] tim_pstrb,
    output wire [31:0] tim_prdata,
    input wire [63:0] cnt_val,
    input wire halt_ack_status,
    input wire interrupt_status,
    output wire timer_en,
    output wire div_en,
    output wire [3:0] div_val,
    output wire halt_req,
    output wire [63:0] compare_val,
    output wire interrupt_en,
    output wire counter_clear,
    output wire [1:0] counter_write_sel,
    output wire [31:0] counter_write_data,
    output wire interrupt_clear,
    output wire reg_error_flag
);
    localparam TCR_ADDR = 12'h000;
    localparam TDR0_ADDR = 12'h004;
    localparam TDR1_ADDR = 12'h008;
    localparam TCMP0_ADDR = 12'h00C;
    localparam TCMP1_ADDR = 12'h010;
    localparam TIER_ADDR = 12'h014;
    localparam TISR_ADDR = 12'h018;
    localparam THCSR_ADDR = 12'h01C;
    wire tcr_sel = (tim_paddr == TCR_ADDR);
    wire tdr0_sel = (tim_paddr == TDR0_ADDR);
    wire tdr1_sel = (tim_paddr == TDR1_ADDR);
    wire tcmp0_sel = (tim_paddr == TCMP0_ADDR);
    wire tcmp1_sel = (tim_paddr == TCMP1_ADDR);
    wire tier_sel = (tim_paddr == TIER_ADDR);
    wire tisr_sel = (tim_paddr == TISR_ADDR);
    wire thcsr_sel = (tim_paddr == THCSR_ADDR);
    wire is_timer_running;
    wire attempt_to_change_div_settings;
    wire attempt_to_change_div_en;
    wire attempt_to_change_div_val;
    wire prohibited_div_val;
    reg [31:0] read_mux_out;
    reg [31:0] tcr_reg;
    reg [31:0] tcmp0_reg;
    reg [31:0] tcmp1_reg;
    reg [31:0] tier_reg;
    reg [31:0] thcsr_reg;
    reg timer_en_dly;
    reg [31:0] tdr_write_data_muxed;
    always @(posedge sys_clk or negedge sys_rst_n) begin
        if (!sys_rst_n) begin
            tcr_reg   <= {20'h0, 4'b0001, 6'b0, 1'b0, 1'b0};
            tcmp0_reg <= 32'hFFFF_FFFF;
            tcmp1_reg <= 32'hFFFF_FFFF;
            tier_reg  <= 32'h0;
            thcsr_reg <= 32'h0;
        end else if (wr_en) begin 
            if (tcr_sel) begin
                if (!reg_error_flag) begin
                    if (tim_pstrb[0]) tcr_reg[0] <= tim_pwdata[0];
                    if (tim_pstrb[0]) tcr_reg[1] <= tim_pwdata[1];
                    if (tim_pstrb[1]) tcr_reg[11:8] <= tim_pwdata[11:8];
                end
            end
            if (!reg_error_flag) begin
                if (tcmp0_sel) begin
                    if (tim_pstrb[0]) tcmp0_reg[7:0]   <= tim_pwdata[7:0];
                    if (tim_pstrb[1]) tcmp0_reg[15:8]  <= tim_pwdata[15:8];
                    if (tim_pstrb[2]) tcmp0_reg[23:16] <= tim_pwdata[23:16];
                    if (tim_pstrb[3]) tcmp0_reg[31:24] <= tim_pwdata[31:24];
                end
                if (tcmp1_sel) begin
                    if (tim_pstrb[0]) tcmp1_reg[7:0]   <= tim_pwdata[7:0];
                    if (tim_pstrb[1]) tcmp1_reg[15:8]  <= tim_pwdata[15:8];
                    if (tim_pstrb[2]) tcmp1_reg[23:16] <= tim_pwdata[23:16];
                    if (tim_pstrb[3]) tcmp1_reg[31:24] <= tim_pwdata[31:24];
                end
                if (tier_sel) begin
                    if (tim_pstrb[0]) tier_reg[0] <= tim_pwdata[0];
                end
                if (thcsr_sel) begin
                    if (tim_pstrb[0]) thcsr_reg[0] <= tim_pwdata[0];
                end
            end
        end
    end
    always @(posedge sys_clk or negedge sys_rst_n) begin
        if (!sys_rst_n) begin
            timer_en_dly <= 1'b0;
        end else begin
            timer_en_dly <= tcr_reg[0];
        end
    end
    always @(*) begin
        if (tdr0_sel) begin
            tdr_write_data_muxed[7:0]   = tim_pstrb[0] ? tim_pwdata[7:0]   : cnt_val[7:0];
            tdr_write_data_muxed[15:8]  = tim_pstrb[1] ? tim_pwdata[15:8]  : cnt_val[15:8];
            tdr_write_data_muxed[23:16] = tim_pstrb[2] ? tim_pwdata[23:16] : cnt_val[23:16];
            tdr_write_data_muxed[31:24] = tim_pstrb[3] ? tim_pwdata[31:24] : cnt_val[31:24];
        end else if (tdr1_sel) begin
            tdr_write_data_muxed[7:0]   = tim_pstrb[0] ? tim_pwdata[7:0]   : cnt_val[39:32];
            tdr_write_data_muxed[15:8]  = tim_pstrb[1] ? tim_pwdata[15:8]  : cnt_val[47:40];
            tdr_write_data_muxed[23:16] = tim_pstrb[2] ? tim_pwdata[23:16] : cnt_val[55:48];
            tdr_write_data_muxed[31:24] = tim_pstrb[3] ? tim_pwdata[31:24] : cnt_val[63:56];
        end else begin
            tdr_write_data_muxed = tim_pwdata;
        end
    end
    always @(*) begin
        read_mux_out = 32'h0;
        case (tim_paddr)
            TCR_ADDR:   read_mux_out = tcr_reg;
            TDR0_ADDR:  read_mux_out = cnt_val[31:0];
            TDR1_ADDR:  read_mux_out = cnt_val[63:32];
            TCMP0_ADDR: read_mux_out = tcmp0_reg;
            TCMP1_ADDR: read_mux_out = tcmp1_reg;
            TIER_ADDR:  read_mux_out = tier_reg;
            TISR_ADDR:  read_mux_out = {31'b0, interrupt_status};
            THCSR_ADDR: read_mux_out = {30'b0, halt_ack_status, thcsr_reg[0]};
        endcase
    end
    assign tim_prdata = rd_en ? read_mux_out : 32'h0;
    assign timer_en = tcr_reg[0];
    assign div_en = tcr_reg[1];
    assign div_val = tcr_reg[11:8];
    assign halt_req = thcsr_reg[0];
    assign compare_val = {tcmp1_reg, tcmp0_reg};
    assign interrupt_en = tier_reg[0];
    assign counter_clear = timer_en_dly && !tcr_reg[0];
    assign counter_write_sel[0] = wr_en && tdr0_sel;
    assign counter_write_sel[1] = wr_en && tdr1_sel;
    assign counter_write_data = tdr_write_data_muxed;
    assign interrupt_clear = wr_en && tisr_sel && tim_pwdata[0];
    assign is_timer_running = tcr_reg[0];
    assign attempt_to_change_div_en  = tim_pstrb[0] && (tim_pwdata[1]    !== tcr_reg[1]);
    assign attempt_to_change_div_val = tim_pstrb[1] && (tim_pwdata[11:8] !== tcr_reg[11:8]);
    assign attempt_to_change_div_settings =
        wr_en && tcr_sel && (attempt_to_change_div_en || attempt_to_change_div_val);
    assign prohibited_div_val = wr_en && tcr_sel && tim_pstrb[1] && (tim_pwdata[11:8] > 4'b1000);
    assign reg_error_flag = (is_timer_running && attempt_to_change_div_settings) || prohibited_div_val;
endmodule
module timer_top (
    input wire          sys_clk,
    input wire          sys_rst_n,
    input wire          tim_psel,
    input wire          tim_pwrite,
    input wire          tim_penable,
    input wire [11:0]   tim_paddr,
    input wire [31:0]   tim_pwdata,
    input wire [3:0]    tim_pstrb,
    output wire         tim_pready,
    output wire [31:0]  tim_prdata,
    output wire         tim_pslverr,
    output wire         tim_int,   
    input wire          dbg_mode
);
    wire wr_en;
    wire rd_en;
    wire reg_error_flag;
    wire        timer_en;
    wire        div_en;
    wire [3:0]  div_val;
    wire        halt_req;
    wire [1:0]  counter_write_sel;
    wire [31:0] counter_write_data;
    wire        counter_clear;
    wire [63:0] compare_val;
    wire        interrupt_en;
    wire        interrupt_clear;
    wire cnt_en;
    wire halt_ack_status;
    wire [63:0] cnt_val;
    wire interrupt_status;
    apb_slave u_apb_slave (
        .sys_clk(sys_clk),
        .sys_rst_n(sys_rst_n),
        .tim_psel(tim_psel),
        .tim_pwrite(tim_pwrite),
        .tim_penable(tim_penable),
        .reg_error_flag(reg_error_flag),
        .wr_en(wr_en),
        .rd_en(rd_en),
        .tim_pslverr(tim_pslverr),
        .tim_pready(tim_pready)
    );
    register u_register (
        .sys_clk(sys_clk),
        .sys_rst_n(sys_rst_n),
        .wr_en(wr_en),
        .rd_en(rd_en),
        .tim_paddr(tim_paddr),
        .tim_pwdata(tim_pwdata),
        .tim_pstrb(tim_pstrb),
        .halt_ack_status(halt_ack_status),
        .cnt_val(cnt_val),
        .interrupt_status(interrupt_status),
        .reg_error_flag(reg_error_flag),
        .timer_en(timer_en),
        .div_en(div_en),
        .div_val(div_val),
        .halt_req(halt_req),
        .counter_write_sel(counter_write_sel),
        .counter_write_data(counter_write_data),
        .counter_clear(counter_clear),
        .compare_val(compare_val),
        .interrupt_en(interrupt_en),
        .interrupt_clear(interrupt_clear),
        .tim_prdata(tim_prdata)
    );
    counter_control u_counter_control (
        .sys_clk(sys_clk),
        .sys_rst_n(sys_rst_n),
        .timer_en(timer_en),
        .div_en(div_en),
        .div_val(div_val),
        .halt_req(halt_req),
        .dbg_mode(dbg_mode),
        .cnt_en(cnt_en),
        .halt_ack_status(halt_ack_status)
    );
    counter u_counter (
        .sys_clk(sys_clk),
        .sys_rst_n(sys_rst_n),
        .counter_write_sel(counter_write_sel),
        .counter_write_data(counter_write_data),
        .counter_clear(counter_clear),
        .cnt_en(cnt_en),
        .cnt_val(cnt_val)
    );
    interrupt u_interrupt_logic (
        .sys_clk(sys_clk),
        .sys_rst_n(sys_rst_n),
        .compare_val(compare_val),
        .interrupt_en(interrupt_en),
        .interrupt_clear(interrupt_clear),
        .cnt_val(cnt_val),
        .interrupt_status(interrupt_status),
        .tim_int(tim_int)
    );
endmodule
File: /design/flow/run.sh
#!/bin/bash
# OpenROAD 26Q1-2900-gdf79404cd8, Yosys 0.63+post, stock flow scripts
make -C /OpenROAD-flow-scripts/flow DESIGN_CONFIG=/design/flow/config.mk WORK_HOME=/design/flow/orfs finish
==> results.py <==
# Synthesis and PnR figures
metrics = {
    "cts": {
        "clock.latency.late_pin_ps": 430,
        "post-cts-setup-buffers": 0,
        "cts.root.buffer_cell": "clkbuf_16",
        "cts_tree": "yes",
        "cts_buffers": 17,
        "cts-root-to-sink-buffers": 2,
        "worst_setup_hold_path_clk_slew_ps": 70,
        "clock_sink_count": 149,
        "h-tree-depth": 4,
        "postCtsResizedCells": 0,
        "holdBufCountCts": 0,
    },
    "power_and_ir_drop": {
        "power_density_nw_per_um2": 108,
        "p_leak_nw": 4.70,
        "irDropWorstVdd_mv": 0.0936,
    },
    "floorplanning": {
        "floorplan.initialDensity_pct": 51.7,
        "floorplan.io_pins": 89,
        "floorplan.core_area_um2": 20500,
        "die_w_um": 148,
        "core.rowCount": 52,
        "design.die.area_um2": 21800,
        "die_y_um": 148,
    },
    "finish": {
        "fillers": 1778,
        "drive_gt1_share_pct": 18.9,
        "final_cell_area_um2": 12300,
        "flow.area_growth_from_synthesis_pct": 15.6,
        "multiInputGateArea_um2": 6320,
        "flop_area_um2": 3810,
        "max_ffs_per_register": 64,
    },
    "global_route": {
        "grt_remaining_overflow": 0,
        "grtUsageTotal_pct": 37.7,
        "grt_pass1_wl_um": 59700,
        "grt_start_max_net_pins": 68,
        "vias_in_the_first_global_route": 9743,
        "antenna_violations_before_repair": 0,
    },
    "setup_path": {
        "worstPathArrival_ps": 5400,
        "start_kind": "primary input",
        "endpoint_kind": "output port",
        "path_max_fanout": 23,
        "crit_path_required_time_ps": 8480,
        "category_of_the_most_critical_setup_path": "primary input to output port",
    },
    "yosys": {
        "netlist_top_cells_area": "dfrtp_1, dfstp_2, mux2_2",
        "synth_top_area_share_pct": 19.6,
        "post-synth-top-count-cell": "a21oi_1",
        "numSynthFlops": 149,
        "yosys_area_um2": 10600,
        "yosys_most_used_dff": "dfrtp_1",
        "synth-warning-count": 5,
        "top_cells_by_instance_count_after_synthesis": "a21oi_1, nand2_1, nor2_1, dfrtp_1, o21ai_0",
        "synth.cell_area_um2": 10600,
        "edf_count": 0,
        "yosysUniqueCellTypes": 80,
        "syn_area_per_cell_um2": 8.64,
        "post_synthesis_cell_type_with_the_largest_combined_area": "dfrtp_1",
        "ys_async_sr_fraction_pct": 100,
        "yosys_cells": 1228,
        "yosysSeqAreaShare_pct": 35.9,
        "postSynthCellCount": 1228,
    },
    "placement": {
        "placed_area_um2": 11600,
        "detailedPlacementHpwl_um": 27000,
        "dp_worst_slack_ps": 3150,
        "port-buffer-count": 88,
        "place.gp.congestion": 0.994,
    },
    "min_path": {
        "hold_class": "flop to flop",
    },
    "route": {
        "antenna_violating_nets_post_route": 0,
        "avgRoutedWirePerCell_um": 25.1,
        "wirelength_um": 38800,
        "detailedRoute.firstIterationViolations": 1346,
        "diode_insertion_count_for_antenna_repair": 0,
        "drt_pre_antenna_iters": 6,
        "drt-vias-per-instance": 6.74,
        "drc": 0,
        "vias": 10400,
    },
    "final_timing": {
        "fin_skew_ps": 10.3,
        "final.setup.worst_slack_ps": 3080,
        "measured_slew_at_the_worst_slew_check_pin_ps": 1010,
        "final_hold_viols": 0,
        "max_freq_mhz": 133,
        "setup_tns_ps": 0,
        "finalCritPeriodShare_pct": 70.9,
        "timing.final.crit_period_ps": 7520,
        "final-max-slew-violation-count": 0,
        "grt_setup_unrepaired": "false",
        "timing.slew.headroom_pct": 32.0,
        "setup_viol": 0,
    },
    "job": {
        "drv.max_cap_violation_count": 0,
        "tally_of_openroad_warnings": 26,
    },
    "outcome": {
        "outcome": "finished, final reports clean",
    },
}
-- report_power, final --
group | internal [mW] | switching, mW | leakage, nW
Sequential | 0.570 | 0 | 1.75
Combinational | 0.0249 | 0.0362 | 2.63
Clock | 0.431 | 0.257 | 0.322
Total | 1.03 | 0.293 | 4.70
-- logic make-up after synthesis --
logic type / Yosys count / synth area share (%)
simple gates: 456 / 22.6
fa+ha+maj: 3 / 0.354
mux: 76 / 8.26
buf+inv: 112 / 4.78
compound gates: 360 / 22.1
flops: 149 / 35.9
xor+xnor: 72 / 5.95
-- worst paths after layout --
path	from	slack [ps]	depth (start not counted)	endpoint
worst max-delay path	tim_paddr[10]	3080	9	tim_prdata[11]
worst min-delay path	u_apb_slave.current_state_reg[2]$_DFF_PN0_	510	1	u_apb_slave.current_state_reg[1]$_DFF_PN0_
worst max register to register	u_register.tcr_reg[8]$_DFFE_PN1P_	7020	10	u_counter.counter_reg[15]$_DFFE_PN0P_
worst min register to register	u_apb_slave.current_state_reg[2]$_DFF_PN0_	510	1	u_apb_slave.current_state_reg[1]$_DFF_PN0_
max in group asynchronous	sys_rst_n	7220	3	u_counter.counter_reg[60]$_DFFE_PN0P_
min in group asynchronous	sys_rst_n	1610	1	u_apb_slave.current_state_reg[1]$_DFF_PN0_
-- worst max-delay path: stages --
cell	delay, ps
clkdlybuf4s50_1	410
nor4_1	650
nand2_1	170
nor3_2	390
and2_1	440
buf_4	390
nand2_1	90
a31oi_1	230
clkdlybuf4s50_1	500
-- area by class of cell --
class | instances | area share [%]
inverter | 12 | 0.367
timing repair buffer | 115 | 8.85
clock inverter | 10 | 1.35
multi-input combinational | 967 | 51.6
clock buffer | 22 | 4.05
tap | 270 | 2.75
sequential | 149 | 31.1
-- layout by cell type, fill, tap and decap left out, types with 11 or more instances in the layout --
cell type / count
a31oi_1: 14
nor3_1: 50
xor2_1: 69
a22oi_1: 11
nand4_1: 21
nor2_1: 87
and3_1: 25
clkbuf_16: 19
mux2_2: 72
inv_1: 12
nor4_1: 33
dfrtp_1: 83
and2_1: 12
dfstp_2: 66
buf_4: 27
clkdlybuf4s50_1: 87
nand2_1: 111
o21ai_0: 76
o22ai_1: 23
a21oi_1: 112
or3_1: 17
nand3_1: 32
a222oi_1: 27
-- per-layer routing --
metal | vias up | share of wire [%] | wire (µm) | GRT usage, %
met4 | 0 | 3.1 | 1210 | 8.97
met1 | 4988 | 43 | 16600 | 59.6
li1 | 4685 | - | - | -
met5 | - | 0 | 0 | 0
met3 | 77 | 14 | 5340 | 13.6
met2 | 666 | 40 | 15700 | 50.4
-- stage by stage --
stage	hold slack (ps)	total power [mW]	instances	utilization [%]
after floorplan	352	0.595	1228	-
after CTS	521	1.33	1545	59.8
after detailed placement	511	0.640	1513	56.6
after global routing	543	1.35	1545	59.8
final	511	1.32	1545	59.8
after global placement	501	0.640	1513	56.6
Power is estimated from default activity; no workload was simulated.
